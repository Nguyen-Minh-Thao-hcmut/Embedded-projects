==> design/flow/design.v <==
module Noisuy_CNC(clk,WR,LS,Nx,N,PulseX,DirX,flag_T,flag_full);
input clk,WR,LS;
input [7:0] N, Nx;
output reg PulseX,DirX;
output flag_T, flag_full;
reg clk1 = 1'b0;
reg flag_T = 1'b0;
reg flag_full = 1'b0;
reg pre_WR = 1'b0;
reg pre_clk1 = 1'b0;
reg [31:0]buffer = 32'h00000000;
reg [7:0]X = 7'h00;
reg [8:0]accX = 9'h000;
reg [9:0]timer = 10'h000;
reg [2:0]Nbuff = 3'h0;
always @(posedge clk) begin
	timer <= timer + 1'b1;
	pre_WR <= WR;
	pre_clk1 <= clk1;
	if (Nbuff < 4) begin
		flag_full <= 0;
	end
	else begin
		flag_full <= 1;
	end
	if (LS == 1) begin
		PulseX <= 0;
	end
	if ({pre_WR,WR} == 2'b01) begin
		if (flag_full == 0) begin
			case (Nbuff)
			3'h3: buffer[7:0] <= Nx;
			3'h2: buffer[15:8] <= Nx;
			3'h1: buffer[23:16] <= Nx;
			3'h0: buffer[31:24] <= Nx;
			endcase	
			Nbuff <= Nbuff + 1;
		end
	end
	if ((timer % 10'h032) == 0) begin
		clk1 <= !clk1;
		end
	if(timer == 10'h3e7) 
	begin
		flag_T = !flag_T;
		X <= buffer[30:24];
		buffer <= buffer << 8;
		if (Nbuff != 0) begin
			Nbuff <= Nbuff - 1;
		end
		timer <= 10'h000;
		accX <= N;
		DirX <= buffer[31];
	end
	case ({pre_clk1,clk1})
	2'b01: accX <= accX + X;	
	2'b11:
	begin
		if ((accX > N)&&(LS == 0))
			PulseX <= 1;
		else
			PulseX <= 0;
	end
	2'b10:
	begin
		PulseX <= 0;
		if (accX > N)
		accX <= accX - N;
	end
	endcase
end
endmodule
==> design/flow/run.sh <==
#!/bin/bash
# OpenROAD 26Q1-2900-gdf79404cd8, Yosys 0.63+post, stock flow scripts
make -C /OpenROAD-flow-scripts/flow DESIGN_CONFIG=/design/flow/config.mk WORK_HOME=/design/flow/orfs finish
==> design/flow/config.mk <==
export PLATFORM = sky130hd
export DESIGN_NAME = Noisuy_CNC
export DESIGN_NICKNAME = Noisuy_CNC
export VERILOG_FILES = /design/flow/design.v
export SDC_FILE = /design/flow/constraint.sdc
export NUM_CORES = 4
export LEC_CHECK = 1
export CORE_UTILIZATION = 40
==> design/flow/constraint.sdc <==
current_design Noisuy_CNC

set clk_period 9.8
set clk_io_pct 0.2

create_clock -name clk0 -period $clk_period [get_ports {clk}]

set non_clock_inputs [all_inputs -no_clocks]
set_input_delay [expr $clk_period * $clk_io_pct] -clock clk0 $non_clock_inputs
set_output_delay [expr $clk_period * $clk_io_pct] -clock clk0 [all_outputs]
==> impl_metrics.json <==
{
  "fmax_mhz": 198,
  "stdcell_count": 675,
  "cts_tree": "yes",
  "met3_usage_pct": 3.47,
  "cts_buffers": 9,
  "clock-sinks": 68,
  "initCoreUtil_pct": 41.6,
  "tightest_slew_ns": 0.765,
  "drt_iter0_markers": 170,
  "synthTopCellsByArea": "edfxtp_1 23%, dfxtp_1 14%, nand2_1 8.5%",
  "antenna_found_initial": 0,
  "drive_gt1_share_pct": 6.36,
  "ys_seq_elements": 68,
  "routed_wl_mm": 9.04,
  "slowest_delay_ns": 0.77,
  "cap_violations": 0,
  "path_clk_slew_ns": 0.06,
  "endpoint_kind": "flip-flop",
  "final-setup-viol-count": 0,
  "synthesis.area_mm2": 0.00459,
  "chipArea_mm2": 0.0119,
  "r2r-start": "timer[6]",
  "crit_slowest_cell": "dfxtp_1",
  "hold_path.class": "reg -> reg",
  "die.size.y_um": 109,
  "finClkSkew_ns": 0.00963,
  "gr-usage-met1_pct": 27.0,
  "area_delta_synth_final_pct": 12.9,
  "drc": 0,
  "top_cell": "nand2_1",
  "placementRows": 38,
  "clk-insertion-delay-late_ns": 0.32,
  "postCtsSetupRepairBufs": 0,
  "period_used_pct": 51.4,
  "antenna_cells": 0,
  "reg2reg_slack_ns": 4.76,
  "worstPathMaxFanout": 18,
  "leakage_nw": 2.12,
  "edf_count": 35,
  "tns_ns": 0,
  "slew_violations": 0,
  "core_mm2": 0.0110,
  "ioPinCount": 23,
  "tool_warnings": 34,
  "fp.dieW_um": 109,
  "grt_pass1_wl_mm": 15.6,
  "postCtsHoldBufs": 0,
  "r2r_end": "clk1",
  "period_needed_ns": 5.04,
  "vias": 3618,
  "arrival_ns": 5.12,
  "io_buffers": 22,
  "drt_first_pass_iters": 5,
  "top_usage_layer": "met1",
  "cp-start-kind": "flip-flop",
  "slew_headroom_pct": 48.8,
  "rsz0062_at_grt": "false",
  "placedCellCount": 659,
  "grt_pass1_vias": 3342,
  "wl_per_cell_um": 13.4,
  "path_cells": "nor3_4, nor2b_1, ha_1, nand2b_1, o21ai_1, o2111ai_1, a21boi_4, or3_1, o22ai_1, o21a_1, or3_4, nand2_1, ha_1, or4_1, mux2i_1, a211oi_1, o221ai_1, a211oi_2",
  "reg2reg_depth": 18,
  "cpMostUsedCell": "ha_1",
  "avgSynthCellArea_um2": 8.85,
  "ys_area_mm2": 0.00459,
  "async_flop_share_pct": 0,
  "ir_worst_vdd_mv": 0.114,
  "synth_warnings": 1,
  "place_hpwl_mm": 6.62,
  "synthFlopType": "edfxtp_1",
  "syn_inst": 519,
  "power.density_mw_per_mm2": 141,
  "ctsRootBufferMaster": "clkbuf_16",
  "path_class": "reg -> reg",
  "htree_levels": 3,
  "via_per_inst": 5.36,
  "crit_start": "timer[6]",
  "yosys_cells": 519,
  "ant_nets": 0,
  "synth_top_area_share_pct": 22.9,
  "overflow": 0,
  "post_cts_resized": 0,
  "postSynthSeqShare_pct": 37.3,
  "ys_types": 73,
  "crit_end": "clk1",
  "ys_top_cells_by_count": "104 x nand2_1, 35 x edfxtp_1, 33 x dfxtp_1",
  "grt_use_total_pct": 16.8,
  "globalplace.congestion": 0.843,
  "grt_use_met2_pct": 25.0,
  "hold_viol_final": 0,
  "clockBufferDepth": 2,
  "cp.required_ns": 9.88,
  "grt_max_degree": 40,
  "synth_top_cell_by_area": "edfxtp_1",
  "status": "completed"
}
## worst min-delay path by stage
stage | from | end | cells after the start
CTS | Nbuff[2] | flag_full | 0
global route | Nbuff[2] | flag_full | 0
finish | Nbuff[2] | flag_full | 0
## layer usage
layer	vias to the layer above	wire length, µm
met2	79	3790
met1	1645	4690
li1	1890	-
met5	-	0
met4	0	47
met3	4	516
## cell families after synthesis
group / synth area share [%]
and+or+nand+nor: 21.5
AOI/OAI and AO/OA: 19.1
muxes: 3.32
xor gates and xnor gates: 4.39
adders and majority gates: 9.48
DFF: 37.3
buffers and inverters: 4.96
## worst max-delay path: cells and delay by family, from the launching register on
family,cells,cell delay (ns)
fa+ha+maj,2,0.49
flops,1,0.77
simple gates,7,1.57
mux,1,0.15
compound gates,8,1.81
## cells in the final DEF (no fill, tap or decap), types with 3 or more instances in the layout
| cell type | n |
|---|---|
| a211oi_1 | 3 |
| a21o_1 | 9 |
| a21oi_1 | 23 |
| a221o_1 | 6 |
| a31oi_1 | 5 |
| and2_1 | 5 |
| and3b_1 | 3 |
| clkbuf_16 | 9 |
| clkdlybuf4s50_1 | 22 |
| dfxtp_1 | 33 |
| edfxtp_1 | 35 |
| ha_1 | 30 |
| inv_1 | 29 |
| mux2i_1 | 13 |
| nand2_1 | 104 |
| nand2b_1 | 7 |
| nand3_1 | 9 |
| nand4_1 | 5 |
| nor2_1 | 26 |
| nor2b_1 | 13 |
| nor3_1 | 4 |
| o21a_1 | 4 |
| o21ai_0 | 17 |
| o21ai_1 | 4 |
| o21bai_1 | 3 |
| o221ai_1 | 5 |
| o22ai_1 | 5 |
| o32ai_1 | 6 |
| or3_1 | 6 |
| xnor2_1 | 13 |
| xor2_1 | 10 |
## registers in the layout, indices dropped and copies added, names as in the netlist
register,count
buffer,32
timer,10
accX,9
X,7
Nbuff,3
DirX,1
PulseX,1
clk1,1
flag_T,1
flag_full,1
pre_WR,1
pre_clk1,1
## per-stage QoR
stage                     hold slack [ns]  area (µm²)  worst slack [ns]  utilization (%)  power [W]
final                               0.384        5190              4.76             47.0   0.000731
after detailed placement            0.378        4890              4.59             44.3   0.000424
after global placement              0.376        4890              4.61             44.3   0.000421
after global routing                0.404        5190              4.43             47.0   0.000768
after floorplan                     0.364        4590              5.52                -   0.000398
after CTS                           0.386        5190              4.81             47.0   0.000739
## cell type report
cell class / instances / area, µm²
tap: 140 / 175
inverter: 31 / 116
fill: 1036 / 5840
clock buffer: 12 / 246
multi-input combinational: 396 / 2650
timing repair buffer: 24 / 235
clock inverter: 4 / 48.8
sequential: 68 / 1710
## power breakdown
group	internal (W)	switching (W)
Clock	0.000203	0.000110
Combinational	0.0000415	0.0000383
Sequential	0.000323	0.0000145
Power figures rest on the tool's default switching activity, not on a simulated workload.

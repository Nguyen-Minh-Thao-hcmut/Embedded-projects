--- design.v ---
module read_ultrasonic_sensor(clk, EchoPulse, Trigger, D); 
input clk, EchoPulse;
output Trigger;
reg Trigger = 1'b1;
output [15:0]D; 
reg [15:0]D = 16'h0000;
reg [15:0]time_cnt = 16'h0000;
reg pre_pulse = 0;
reg [15:0]tmp = 16'h0000;
always @(posedge clk) begin
	time_cnt <= time_cnt + 1'b1;
	if (time_cnt == 16'h03e8) begin
		time_cnt <= 16'h0000;
		Trigger <= 1;
		D <= 16'h0000;
		end
	else if (16'h000a <= time_cnt < 16'h03e8) begin
		Trigger <= 0;
		pre_pulse <= EchoPulse;
		case ({pre_pulse, EchoPulse})
		2'b01: 
			begin
				if (tmp < 16'hffff)
					tmp <= tmp + 1'b1;
			end
		2'b11: 
			begin
				if (tmp < 16'hffff)
					tmp <= tmp + 1'b1;
			end
		2'b10:
			begin
				D <= tmp;
				tmp <= 16'h0000;
			end
		endcase
		end
	end
endmodule
--- run.sh ---
#!/bin/bash
# OpenROAD 26Q1-2900-gdf79404cd8, Yosys 0.63+post, stock flow scripts
make -C /OpenROAD-flow-scripts/flow DESIGN_CONFIG=/design/flow/config.mk WORK_HOME=/design/flow/orfs finish
--- config.mk ---
export PLATFORM = sky130hd
export DESIGN_NAME = read_ultrasonic_sensor
export DESIGN_NICKNAME = read_ultrasonic_sensor
export VERILOG_FILES = /design/flow/design.v
export SDC_FILE = /design/flow/constraint.sdc
export NUM_CORES = 4
export LEC_CHECK = 1
export CORE_UTILIZATION = 30
--- constraint.sdc ---
current_design read_ultrasonic_sensor

set clk_period 4.7
set clk_io_pct 0.2

create_clock -name clk0 -period $clk_period [get_ports {clk}]

set non_clock_inputs [all_inputs -no_clocks]
set_input_delay [expr $clk_period * $clk_io_pct] -clock clk0 $non_clock_inputs
set_output_delay [expr $clk_period * $clk_io_pct] -clock clk0 [all_outputs]
==> out/results.tsv <==
stage	metric	value	unit
outcome	status	completed	
synth	topCellsByArea	dfxtp_1 (31%), edfxtp_1 (24%), nand2_1 (7.2%)	
synth	postSynthAreaPerCell	9.47	um2
drt	detail_route.vias_per_cell	4.40	
sta	finalClockSkew	10.4	ps
sta	slew_headroom	58.7	%
drt	wl_met2	1450	um
placement	gp_congestion	0.766	
setup_path	rr_startpoint	tmp[0]	
drt	n_antenna_cell	0	
drt	drt-initial-drc-count	109	
cts	worstSkewPairLatency	290	ps
setup_path	r2r_cells	6	
floorplan	initial_utilization	31.3	%
floorplan	fp-row-count	30	
sta	worst_pin_slew	619	ps
sta	tns	0	ps
setup_path	reg2reg_slack	2690	ps
synth	postSynthCellCount	226	
synth	synth_area	0.00214	mm2
cts	clk_pin_slew	80	ps
synth	ys_cells	226	
cts	ctsResizeCount	0	
drt	antenna_left	0	
cts	cts_buffers	5	
synth	top_cell	nand2_1	
setup_path	path_class	in -> reg	
worst_hold_path	worstHoldStart	D[5]	
setup_path	worstPathArrival	2230	ps
floorplan	die_h	86.5	um
worst_hold_path	hold_depth	2	
pwr	power	0.000797	W
drt	post-route-drc-count	0	
setup_path	crit_path_start_kind	input port	
pwr	peakVddDrop	0.000186	V
placement	hpwl	2340	um
sta	hold_violations	0	
drt	via_count	1505	
cts	cts_sinks	50	
worst_hold_path	whs_endpoint	D[5]	
sta	max_clock_freq	459	MHz
drt	routed_wirelength	3520	um
worst_hold_path	hold_class	reg -> reg	
setup_path	crit_chain	clkdlybuf4s50_1 > nand2b_1 > and2_1	
synth	synth.distinct_cells	30	
drt	top_layer	met4	
drt	avgRoutedWirePerCell	10.3	um
setup_path	cp_max_fo	17	
drt	drt-met1-wl	1870	um
cts	cts_hold_buf	0	
synth	largest_area_cell	dfxtp_1	
synth	top_area_share	30.9	%
global_routing	groute.usage.overall	10.5	%
cts	cts_buffer_depth	2	
global_routing	grt_max_degree	32	
run	warning_count	26	
floorplan	dieArea	0.00748	mm2
global_routing	grt_pass1_vias	1351	
cts	htree_num_levels	2	
synth	numSynthFlops	50	
setup_path	worstSetupEndpointType	flip-flop	
drt	first_pass_iters	4	
synth	ys_area	0.00214	mm2
setup_path	required	4750	ps
sta	slew_viol_final	0	
cts	cts_tree	done	
sta	fin_crit	2180	ps
floorplan	ios	19	
setup_path	cp_slowest_cell	clkdlybuf4s50_1	
sta	fin_crit_sh	46.4	%
pwr	powerDensity	316	mW/mm2
cts	cts_setup_buffers	0	
pwr	leakagePower	0.870	nW
cells_and_area	fin_util	37.0	%
drt	wl_met3	157	um
sta	rsz0062_at_grt	no	
synth	edf_count	17	
run	maxCapViolations	0	
global_routing	grt_antenna_before_repair	0	
synth	async_flop_share	0	%
global_routing	grt_first_pass_wirelength	6090	um
cts	cts_root_buffer	clkbuf_8	
floorplan	core_area	0.00683	mm2
synth	common_cells	nand2_1 (41), dfxtp_1 (33), a21oi_1 (22), nor2_1 (20)	
setup_path	r2r_end	tmp[9]	
synth	ys_seq_share	54.7	%
global_routing	grt_overflow	0	
placement	io_buffers	18	
synth	ys.flop_type	dfxtp_1	
cells_and_area	area_growth	17.9	%
setup_path	cpPeakStageDelay	510	ps
synth	synth_warnings	1	
cells_and_area	drive_above_1_share	6.50	%
floorplan	die_w	86.5	um
sta	finalSetupViolations	0	
[per-stage QoR]
stage | std cells | setup WS (ps) | instance area (um2) | hold slack, ps
detailed placement | 334 | 2140 | 2430 | 447
CTS | 342 | 2470 | 2520 | 460
global route | 342 | 2410 | 2520 | 469
global placement | 334 | 2160 | 2430 | 442
finish | 342 | 2520 | 2520 | 456
floorplan | 226 | 1910 | 2140 | 422
[routing by layer]
metal,vias up,GRT usage [%]
met5,-,0
met4,0,1.36
met3,5,2.32
met2,28,15.4
met1,657,16.8
li1,815,-
[cell usage in the layout, fill, tap and decap left out, drive strengths merged]
cell | synthesis | routed
a21oi | 22 | 22
a311oi | 2 | 2
a41o | 1 | 1
and2 | 2 | 2
and3 | 3 | 3
and4 | 2 | 2
and4b | 1 | 1
buf | 3 | 3
clkbuf | 6 | 8
clkdlybuf4s50 | 0 | 18
dfxtp | 33 | 33
edfxtp | 17 | 17
ha | 3 | 3
inv | 7 | 7
nand2 | 41 | 41
nand2b | 1 | 1
nand3 | 13 | 13
nand4 | 3 | 3
nor2 | 20 | 20
nor2b | 2 | 2
nor3 | 3 | 3
nor4 | 5 | 5
nor4b | 1 | 1
o21ai | 6 | 6
or3 | 8 | 8
xnor2 | 17 | 17
xor2 | 4 | 4
[cell families (layout without fill, tap and decap cells)]
family | after synthesis | after routing | share of synthesized area (%)
compound gates | 31 | 31 | 7.83
xor+xnor | 21 | 21 | 8.59
fa+ha+maj | 3 | 3 | 1.75
buf+inv | 16 | 36 | 2.98
flops | 50 | 50 | 54.7
simple gates | 105 | 105 | 24.1
[worst max path at each step]
stage	from	to	slack, ps	depth (start not counted)
after CTS	EchoPulse	tmp[1]	2470	3
after global routing	EchoPulse	D[4]	2410	4
final	EchoPulse	tmp[1]	2520	3
[power by group]
part	switching, W	leakage (nW)	total (W)	internal [W]
combinational	0.0000201	0.372	0.0000559	0.0000358
clock	0.000130	0.0455	0.000251	0.000120
sequential	0.0000190	0.452	0.000490	0.000471
total	0.000170	0.870	0.000797	0.000627
[flip-flops by register name, indices dropped and copies added (netlist names)]
| signal | flops |
|---|---|
| D | 16 |
| Trigger | 1 |
| pre_pulse | 1 |
| time_cnt | 16 |
| tmp | 16 |
[worst max-delay path, delay by kind of cell]
| kind | cells | cell delay, ps |
|---|---|---|
| buffers and inverters | 1 | 510 |
| and+or+nand+nor | 2 | 780 |
[final cells by class]
class                      instances  area (um2)
fill                             701        4310
sequential                        50        1170
multi-input combinational        160         915
timing repair buffer              21         203
tap                               96         120
clock buffer                       8        90.1
inverter                           7        26.3
Power and IR drop assume default switching activity.

### design/flow/design.v
module read_encoder(clk, encA, encB, rst, mode, D);
	input clk, rst, encA, encB;
	input [1:0]mode;
	output [15:0]D;
	reg [15:0]D = 16'h8000;
	reg pre_encA = 0;
	reg pre_encB = 0;
	reg [1:0]mode_init = 2'b00;
	reg flag_mode = 1'b0;
	always @(posedge clk) begin
		flag_mode <= 1'b1;
		if (flag_mode == 0) begin
			mode_init <= mode;
		end
		pre_encA <= encA;
		pre_encB <= encB;
		if (rst == 1)
			D <= 16'h8000;
		else
		begin
			case (mode_init)
			2'b01:
				begin
					if ({pre_encA,encA,encB} == 2'b010)
						D <= D + 1'b1;
					else if ({pre_encA,encA,encB}==2'b011) begin
						D <= D - 1'b1;
					end
				end
			2'b10:
				begin
					if (({pre_encA,encA,encB} == 3'b010) || ({pre_encA,encA,encB} == 3'b101))
						D <= D + 1'b1;
					else if (({pre_encA,encA,encB} == 3'b011) || ({pre_encA,encA,encB} == 3'b100)) begin
						D <= D - 1'b1;
					end
				end
			2'b11:
				begin
					case ({pre_encA,encA,pre_encB,encB})
						4'b0100: D <= D + 1'b1;
						4'b1101: D <= D + 1'b1;
						4'b1011: D <= D + 1'b1;
						4'b0010: D <= D + 1'b1;
						4'b0001: D <= D - 1'b1;
						4'b0111: D <= D - 1'b1;
						4'b1110: D <= D - 1'b1;
						4'b1000: D <= D - 1'b1;
					endcase
				end
			endcase
		end
	end
endmodule
### design/flow/run.sh
#!/bin/bash
# OpenROAD 26Q1-2900-gdf79404cd8, Yosys 0.63+post, stock flow scripts
make -C /OpenROAD-flow-scripts/flow DESIGN_CONFIG=/design/flow/config.mk WORK_HOME=/design/flow/orfs finish
### design/flow/config.mk
export PLATFORM = sky130hd
export DESIGN_NAME = read_encoder
export DESIGN_NICKNAME = read_encoder
export VERILOG_FILES = /design/flow/design.v
export SDC_FILE = /design/flow/constraint.sdc
export NUM_CORES = 4
export LEC_CHECK = 1
export CORE_AREA = 10 10 107 107
export DIE_AREA = 0 0 117 117
### design/flow/constraint.sdc
current_design read_encoder

set clk_period 3.7
set clk_io_pct 0.2

create_clock -name clk0 -period $clk_period [get_ports {clk}]

set non_clock_inputs [all_inputs -no_clocks]
set_input_delay [expr $clk_period * $clk_io_pct] -clock clk0 $non_clock_inputs
set_output_delay [expr $clk_period * $clk_io_pct] -clock clk0 [all_outputs]
==> flow_summary.json <==
{
  "outcome": "completed",
  "ys_top_cells_by_count": "20 x nor2_1, 19 x dfxtp_1, 13 x nor2b_1, 12 x a22oi_1, 12 x mux2_2",
  "clk_latency_ns": 0.27,
  "top_area_cell": "dfxtp_1",
  "cp-end-kind": "flip-flop",
  "io_pins": 22,
  "min_period_over_period_pct": 73.87,
  "rows": 35,
  "area_leaders": "dfxtp_1 26%, mux2_2 9.1%, a22oi_1 6.1%",
  "dieArea_um2": 13690,
  "antenna_found_initial": 0,
  "place_area_um2": 1809,
  "fin_crit_ns": 2.733,
  "top_area_share_pct": 25.72,
  "routed_wl_um": 3864,
  "rsz0062_at_grt": "false",
  "finalHoldViolCount": 0,
  "tns_ns": 0,
  "flop_area_um2": 440.4,
  "p_per_area_nw_per_um2": 377.1,
  "holdWs_ns": 0.4935,
  "n_fill_cell": 1034,
  "maxSlewHeadroom_pct": 53.34,
  "cp.arrival_ns": 2.90,
  "syn_avg_cell_area_um2": 8.355,
  "post_drt_wl_per_cell_um": 12.67,
  "warnings": 26,
  "grt_util_all_layers_pct": 5.891,
  "clk_pin_slew_ns": 0.09,
  "ctsHoldBuffers": 0,
  "finalSetupViolCount": 0,
  "hpwlAfterDp_um": 2821,
  "drive_gt1_share_pct": 14.43,
  "synth_seq_share_pct": 29.78,
  "syn_area_um2": 1479,
  "gr-total-overflow": 0,
  "cts.htree.levels": 1,
  "p_leak_nw": 0.6589,
  "place.gp.congestion": 0.8551,
  "root_buffer": "clkbuf_8",
  "edf_count": 2,
  "tritoncts": "done",
  "die_x_um": 117,
  "syn_to_final_growth_pct": 25.47,
  "ys_types": 45,
  "vias": 1381,
  "grt_pass1_vias": 1263,
  "crit_required_ns": 3.86,
  "drt_iter0_drc": 155,
  "cts_buffers": 3,
  "finalMaxSlewViolations": 0,
  "cts_buffer_depth": 2,
  "cp_max_fo": 14,
  "via_per_inst": 4.528,
  "fp-utilization_pct": 16.08,
  "ys_warn_count": 1,
  "cts_resized": 0,
  "syn_inst": 177,
  "max_freq_ghz": 0.3659,
  "synth-main-ff-cell": "dfxtp_1",
  "cts_setup_buffers": 0,
  "drv_cap": 0,
  "drc": 0,
  "grt_first_pass_wirelength_um": 6492,
  "hp-class": "reg2reg",
  "critPathKind": "in2reg",
  "synth.most_common_cell": "nor2_1",
  "yosysChipArea_um2": 1479,
  "async_flop_share_pct": 0,
  "layout.area.comb_um2": 967.2,
  "dr.pass1.iters": 4,
  "n_antenna_cell": 0,
  "yosysCellCount": 177,
  "tightest_slew_ns": 0.6962,
  "skew_ns": 0.01119,
  "vdd.ir_drop.worst_v": 0.0001531,
  "ant_nets": 0,
  "finalInstanceArea_um2": 1856,
  "ys.flops": 21,
  "coreArea_um2": 9196,
  "die_y_um": 117,
  "fin_ws_ns": 0.9667,
  "pre_cts_slack_ns": 0.6859,
  "grt_max_degree": 31,
  "io_buffers": 21,
  "cts_sinks": 21,
  "cp-start-kind": "primary input"
}
per-stage QoR:
stage          power (mW)  util [%]  std cells
4_1_cts            0.7168     20.18        305
5_1_grt            0.7573     20.18        305
3_5_place_dp       0.5519     19.67        301
2_1_floorplan      0.4587         -        177
3_3_place_gp       0.5491     19.67        301
6_report           0.6996     20.18        305
placed cells by master, fill, tap and decap left out, types with 2 or more instances in the layout:
cell / instances
o2111ai_1: 5
inv_1: 6
clkdlybuf4s50_1: 21
ha_1: 2
clkbuf_8: 3
edfxtp_1: 2
o22ai_1: 3
nor2b_1: 13
nor3_1: 9
a21oi_1: 3
mux2_2: 12
nor4_1: 4
nor2_1: 20
nand3_1: 8
o21ai_0: 5
nand2_1: 4
buf_4: 4
nand4b_1: 2
xor2_1: 2
or4_1: 2
and3b_1: 2
o211ai_1: 4
a22oi_1: 12
dfxtp_1: 19
nand4_1: 5
layer usage:
layer	track usage, %	up-vias	part of all wire [%]
met2	9.374	46	45
li1	-	704	-
met4	0.3295	0	0.75
met1	8.018	627	46
met5	0	-	0
met3	1.909	4	7.6
state kept, by name, summed over array words and instances (netlist names):
name	flops
D	16
mode_init	2
flag_mode	1
pre_encA	1
pre_encB	1
critical path, stage by stage:
cell	delay, ns
clkdlybuf4s50_1	0.50
xor2_1	0.23
nand2_1	0.10
nand4b_1	0.56
a22oi_1	0.40
mux2_2	0.36
worst paths after layout:
| kind | cells past startpoint | start | end | slack [ns] |
|---|---|---|---|---|
| worst max-delay path | 6 | encB | D[14] | 0.97 |
| worst min-delay path | 1 | flag_mode | mode_init[0] | 0.49 |
| worst max register to register | 7 | D[0] | D[14] | 1.35 |
| worst min register to register | 1 | flag_mode | mode_init[0] | 0.49 |
power breakdown:
part	total (mW)	internal, mW	switching, mW
registers	0.295	0.255	0.0402
clock network	0.154	0.0751	0.0792
logic	0.250	0.138	0.112
kinds of logic after synthesis:
logic type      count (synthesis)  synth area share [%]
compound gates                 42                 22.08
fa+ha+maj                       2                 1.692
simple gates                   77                 29.61
buf+inv                        18                 4.822
mux                            14                 10.58
xor+xnor                        2                 1.185
other cells                     1                0.2536
flops                          21                 29.78
cell type report:
cell class / count / area share (%)
timing repair buffer: 25 / 12.95
clock inverter: 1 / 0.2697
tap: 111 / 7.485
inverter: 6 / 1.214
sequential: 21 / 23.74
multi-input combinational: 138 / 52.12
clock buffer: 3 / 2.225
Power and IR drop assume default switching activity.
